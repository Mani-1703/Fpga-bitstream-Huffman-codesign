### design/flow/design.v
module frequency_counter (
    input clk,
    input reset,
    input [7:0] symbol,       
    input load,               
    output reg done,          
    output [23:0] freq_out,   
    input  [7:0] addr         
);
    reg [23:0] freq_table [0:255];
    integer i;
    reg  load_d;
    wire load_pulse;
    always @(posedge clk) begin
        load_d <= load;
    end
    assign load_pulse = load & ~load_d;
    always @(posedge clk or posedge reset) begin
        if (reset) begin
            for (i = 0; i < 256; i = i + 1)
                freq_table[i] <= 0;
            done <= 0;
        end else begin
            if (load_pulse) begin
                freq_table[symbol] <= freq_table[symbol] + 1;
                done <= 1;   
            end else if (!load) begin
                done <= 0;
            end
        end
    end
    assign freq_out = freq_table[addr];
endmodule
### design/flow/constraint.sdc
current_design frequency_counter

set clk_period 34.2
set clk_io_pct 0.2

create_clock -name clk0 -period $clk_period [get_ports {clk}]

set non_clock_inputs [all_inputs -no_clocks]
set_input_delay [expr $clk_period * $clk_io_pct] -clock clk0 $non_clock_inputs
set_output_delay [expr $clk_period * $clk_io_pct] -clock clk0 [all_outputs]
### design/flow/config.mk
export PLATFORM = sky130hd
export DESIGN_NAME = frequency_counter
export DESIGN_NICKNAME = frequency_counter
export VERILOG_FILES = /design/flow/design.v
export SDC_FILE = /design/flow/constraint.sdc
export NUM_CORES = 4
export LEC_CHECK = 1
export CORE_UTILIZATION = 30
### design/flow/run.sh
#!/bin/bash
# OpenROAD 26Q1-2900-gdf79404cd8, Yosys 0.63+post, stock flow scripts
make -C /OpenROAD-flow-scripts/flow DESIGN_CONFIG=/design/flow/config.mk WORK_HOME=/design/flow/orfs finish
==> out/qor.txt <==
Post-CTS sizing - 0
Grt total ovfl - 145000
Yosys warning count - 2
Count of library flops with an enable pin - 0
Synth async-reset ratio - 1.00
Synth Seq Share - 0.514
First-pass GRT wire length - 6890000 um
CTS root buf - clkbuf_16
Area leader share - 0.514
Die X - 1000 um
Most common reg cell - dfrtp_1
Syn avg cell area - 9.42 um^2
Starting Density - 0.301
CTS Sinks - 6146
GRT Total Usage - 1.11
Longest Clk Path Bufs - 5
Most instantiated library cell after synthesis - dfrtp_1
Hold Buf Count CTS - 0
DP Wirelength - 3820000 um
Number of standard cells reported by yosys - 31700
Exit stage - global routing (5_1_grt)
Synth unique cells - 102
Yosys stat chip area - 0.299 mm^2
Post-synth area hogs - dfrtp_1 (51%), a21oi_1 (8.3%), nor2_1 (6.9%)
Synth Instances - 31700
Placer Congestion - 1.62
Ys flops - 6146
Die Y - 1000 um
Io pins - 44
CTS buffer count - 772
Port Buffers - 43
Vias in the first global route - 454000
Cell Area, Synth - 0.299 mm^2
Largest net degree at the start of global routing - 147
Post-CTS Setup Inserts - 0
Cell Rows - 366
Cell taking the most area after synthesis - dfrtp_1
CTS H-tree lvls - 6
Post-synth top cells - dfrtp_1 (6145), nor2_1 (5476), a21oi_1 (4932)
Stop err - [ERROR GRT-0116] Global routing finished with congestion. Check the congestion regions in the DRC Viewer.
Outcome - did not finish
==> per-layer routing <==
metal  track usage  GRT overflow
met1          1.10         32600
met2          1.28         76800
met3          1.04         18100
met4         0.915         15400
met5         0.953          1694
==> cell families after synthesis <==
family | share of synthesized area
AND-OR/OR-AND | 0.265
AND/OR/NAND/NOR | 0.141
flip-flops | 0.514
buffers and inverters | 0.0474
multiplexers | 0.0307
XOR/XNOR | 0.000807
adder cells (fa/ha/maj) | 0.0000418
==> per-stage QoR <==
stage | total power [uW] | std cells | area (um^2) | setup WS, ns
2_1_floorplan | 8970 | 31700 | 299000 | -58.38
3_3_place_gp | 10500 | 45900 | 340000 | 13.14
3_5_place_dp | 10500 | 45900 | 340000 | 14.05
4_1_cts | 19300 | 47300 | 367000 | 14.03
Power and IR drop assume default switching activity.
