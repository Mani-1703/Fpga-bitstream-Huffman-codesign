==> design.v <==
module huffman (
    input wire          clock,
    input wire          reset,
    input wire  [7:0]   symbol_in,    
    input wire          valid_in,      
    output reg          valid_out,     
    output reg  [15:0]  code_word,     
    output reg  [4:0]   code_length,   
    input wire  [7:0]   load_symbol,   
    input wire  [15:0]  load_code,     
    input wire  [4:0]   load_length,   
    input wire          load_valid,    
    output reg          load_valid_out  
);
    reg [15:0] huff_code   [0:255];
    reg [4:0]  huff_length[0:255];
    reg  load_valid_d;
    wire load_valid_pulse;
    always @(posedge clock) begin
        load_valid_d <= load_valid;
    end
    assign load_valid_pulse = load_valid & ~load_valid_d;
    reg  valid_in_d;
    wire valid_in_pulse;
    always @(posedge clock) begin
        valid_in_d <= valid_in;
    end
    assign valid_in_pulse = valid_in & ~valid_in_d;
    always @(posedge clock or posedge reset) begin
        if (reset) begin
            load_valid_out <= 0;
        end else begin
            if (load_valid_pulse) begin
                huff_code[load_symbol]   <= load_code;
                huff_length[load_symbol] <= load_length;
                load_valid_out           <= 1;
            end else if (!load_valid) begin
                load_valid_out <= 0;
            end
        end
    end
    always @(posedge clock or posedge reset) begin
        if (reset) begin
            valid_out   <= 0;
            code_word   <= 0;
            code_length <= 0;
        end else if (valid_in_pulse) begin
            code_word   <= huff_code[symbol_in];
            code_length <= huff_length[symbol_in];
            valid_out   <= 1;
        end else if (!valid_in) begin
            valid_out <= 0;
        end
    end
endmodule
==> run.sh <==
#!/bin/bash
# OpenROAD 26Q1-2900-gdf79404cd8, Yosys 0.63+post, stock flow scripts
make -C /OpenROAD-flow-scripts/flow DESIGN_CONFIG=/design/flow/config.mk WORK_HOME=/design/flow/orfs finish
==> config.mk <==
export PLATFORM = sky130hd
export DESIGN_NAME = huffman
export DESIGN_NICKNAME = huffman
export VERILOG_FILES = /design/flow/design.v
export SDC_FILE = /design/flow/constraint.sdc
export NUM_CORES = 4
export LEC_CHECK = 1
export CORE_UTILIZATION = 50
==> constraint.sdc <==
current_design huffman

set clk_period 6.7
set clk_io_pct 0.2

create_clock -name clk0 -period $clk_period [get_ports {clock}]

set non_clock_inputs [all_inputs -no_clocks]
set_input_delay [expr $clk_period * $clk_io_pct] -clock clk0 $non_clock_inputs
set_output_delay [expr $clk_period * $clk_io_pct] -clock clk0 [all_outputs]
==> out/results.txt <==
cts bufs inserted - 560
RSZ-0062 raised after global routing - no
Async SR Flop Fraction - 0.4258%
Worst setup SP type - input pin
CTS tree - built
Core Area - 0.3965 mm2
CP peak stage delay - 1.57 ns
first-pass GRT wire length - 1289 mm
mapped cell area - 0.1995 mm2
P_sw - 15290 uW
Power Dens Cells - 301.6 mW/mm2
Cells after Synth - 11170
Port Buffers - 63
Avg WL per Cell - 55.87 um
ys flop type - edfxtp_1
overall power - 70430 uW
worst setup path class - input pin to flop
Sequential Area - 0.1621 mm2
critical path required time - 7.65 ns
Final Cycle Share - 91.62%
CTS max path bufs - 4
number of DRC markers in iteration 0 - 14430
initial antenna violation count - 142
grt ovf - 0
Critical-path top delay cell - nor2_1
Yosys Warn Count - 3
Initial Utilization - 50.32%
Max Transition Viols Final - 12
postcts setup bufs - 0
Reg power frac - 52.9%
EDFF count, synth - 5376
clk sinks - 5401
syn avg cell area - 17.87 um2
yosys stat area - 0.1995 mm2
critical-path cell list - buf_2 > buf_4 > nand4bb_4 > nor2_1 > buf_4 > nor4_1 > nand4_1 > nor4_1 > nand4_1 > buf_12 > and4b_1 > o31ai_1
Die Height - 633.7 um
DRC Markers - 0
Placed Area - 0.2154 mm2
design area - 0.2335 mm2
Comb pwr share - 3.9%
Synth area leaders - edfxtp_1, a22oi_1, o22ai_1
gp weighted congestion - 1.173
Syn-to-layout area delta - 17.03%
comb. cell area - 0.03613 mm2
sw frac - 21.70%
Rows - 231
CP Max Fanout - 42
fin crit period - 6.138 ns
Peak VDD IR - 0.2968 mV
Distinct lib cells used - 81
Setup violations, final - 0
Clock power frac - 43.2%
via count - 132500
post-synth top area share - 80.90%
fillers - 28360
final hold violations - 0
CP Buf/Inv Count - 4
crit end category - flop
vias in the first global route - 134600
Tool Warnings - 32
DRT Pass-1 Iters - 9
DR vias/cell - 7.357
clk latency of the worst-skew pair - 1.12 ns
CTS Hold Bufs - 0
Final ANT Viol Nets - 0
Yosys reg bits - 5401
yosys stat cell total - 11170
Post-Route WL - 1006 mm
Hold Crit Class - flop to flop
Worst EP arrival - 7.09 ns
Worst Tran Pin Value - 1.874 ns
Seq/Total Area, Yosys - 81.21%
area leader, netlist - edfxtp_1
pin count of the biggest net entering global routing - 103
Pint - 55140 uW
Die Size - 0.4016 mm2
failing checks - capacitance limit, slew limit
outcome - finished, violations left
gr usage total - 56.77%
post-DP HPWL - 674.1 mm
Clock Skew - 0.03436 ns
Max Cap Violations - 4
fmax - 162.9 MHz
Relative slew margins - -26.08%
Die Wd - 633.7 um
# IOs - 64
Pleak - 0.07258 uW
largest delay contributor family on the critical path - simple AND/OR/NAND/NOR gates
share of layout cells above drive strength 1 - 18.79%
CTS root buf - clkbuf_16
clock-pin slew on the worst setup and hold paths - 0.06 ns
Gates resized, CTS repair - 0
H-tree Lvls - 6
[final timing paths]
kind / start / end / slack, ns / cells past startpoint
worst max-delay path: symbol_in[0] / code_word[0] / 0.56 / 12
worst min-delay path: valid_in_d / valid_out / 0.43 / 1
worst max register to register: huff_code[202][11] / code_word[11] / 2.20 / 9
worst min register to register: valid_in_d / valid_out / 0.43 / 1
max in group asynchronous: reset / code_length[2] / 5.48 / 3
min in group asynchronous: reset / valid_out / 0.47 / 2
[per-layer routing]
| layer | track usage [%] | up-vias | share of wire [%] |
|---|---|---|---|
| met5 | 38.43 | - | 1.7 |
| met4 | 34.96 | 324 | 8.5 |
| met3 | 57.77 | 3291 | 24 |
| met2 | 66.86 | 14760 | 40 |
| met1 | 58.16 | 64580 | 26 |
| li1 | - | 49580 | - |
[state kept, by name, indices dropped and copies added, names as in the netlist]
register,count
code_length,5
code_word,16
huff_code,4096
huff_length,1280
load_valid_d,1
load_valid_out,1
valid_in_d,1
valid_out,1
[through the flow]
step	hold WS, ns	utilization, %	std cells	setup slack (ns)	TNS [ns]
6_report	0.4326	58.89	18010	0.5616	0
5_1_grt	0.4977	58.85	17940	0.8881	0
4_1_cts	0.4364	58.74	17790	1.045	0
3_5_place_dp	0.4273	54.31	16800	-0.06971	-0.06971
3_3_place_gp	0.4129	54.30	16790	-1.004	-2.658
2_1_floorplan	0.4032	-	11170	2.729	0
[synthesized netlist by cell type, types with 148 or more instances]
| cell | count |
|---|---|
| a222oi_1 | 226 |
| a22o_1 | 244 |
| a22oi_1 | 1617 |
| and3_1 | 158 |
| buf_2 | 323 |
| clkbuf_1 | 347 |
| edfxtp_1 | 5376 |
| nand2_1 | 220 |
| nand3_1 | 358 |
| nand4_1 | 210 |
| nor2_1 | 485 |
| nor4_1 | 148 |
| o22ai_1 | 387 |
[cell families after synthesis]
logic type	after synthesis	share of synthesized area [%]
simple gates	1869	5.010
compound gates	3072	11.82
fa+ha+maj	1	0.005016
buf+inv	792	1.803
mux	25	0.1348
xor+xnor	5	0.02194
flops	5401	81.21
[cell type report]
class | count | area share (%)
Clock inverter | 276 | 1.038
Sequential cell | 5401 | 69.39
Clock buffer | 721 | 6.481
Inverter | 8 | 0.01286
Multi-Input combinational cell | 4972 | 15.47
Tap cell | 5242 | 2.808
Timing Repair Buffer | 1173 | 4.563
Antenna cell | 220 | 0.2357
[power groups by stage]
stage / clock network, uW / logic (uW) / registers [uW]
after CTS: 30400 / 2570 / 37300
after global routing: 31700 / 2700 / 37300
final: 30400 / 2740 / 37300
[cell usage in the layout (no fill, tap or decap), drive strengths merged, types with 53 or more instances in the layout]
master	n
nand3	358
nor2	488
or4	77
a32oi	83
a222oi	226
clkbuf	722
nand2	220
a2111oi	57
a22oi	1617
o22ai	387
diode	220
buf	1138
nor3	53
a21oi	112
and3	159
nand4	212
a22o	244
nor4	148
clkinv	204
a221oi	142
edfxtp	5376
Power and IR drop assume default switching activity.
