[flow/design.v]
module huffman_decoder(
    input  wire         clock,
    input  wire         reset,
    input  wire [15:0]  code_word_in,     
    input  wire [4:0]   code_length_in,   
    output reg  [7:0]   symbol_out,       
    input  wire [7:0]   load_symbol,      
    input  wire [15:0]  load_code,        
    input  wire [4:0]   load_length,      
    input  wire         load_valid,       
    output reg          load_valid_out     
);
    reg [7:0]   symbol_table     [0:255];   
    reg [15:0]  codeword_table   [0:255];   
    reg [4:0]   codelength_table [0:255];   
    integer i;
    reg  load_valid_d;
    wire load_valid_pulse;
    always @(posedge clock) begin
        load_valid_d <= load_valid;
    end
    assign load_valid_pulse = load_valid & ~load_valid_d;
    always @(posedge clock or posedge reset) begin
        if (reset) begin
            load_valid_out <= 0;
        end else begin
            if (load_valid_pulse) begin
                symbol_table[load_symbol]     <= load_symbol;
                codeword_table[load_symbol]   <= load_code;
                codelength_table[load_symbol] <= load_length;
                load_valid_out                <= 1;
            end else if (!load_valid) begin
                load_valid_out <= 0;
            end
        end
    end
    always @* begin
        symbol_out = 0;   
        for (i = 0; i < 256; i = i + 1) begin
            if (codelength_table[i] == code_length_in &&
                codeword_table[i]   == code_word_in) begin
                symbol_out = symbol_table[i];
            end
        end
    end
endmodule
[flow/run.sh]
#!/bin/bash
# OpenROAD 26Q1-2900-gdf79404cd8, Yosys 0.63+post, stock flow scripts
make -C /OpenROAD-flow-scripts/flow DESIGN_CONFIG=/design/flow/config.mk WORK_HOME=/design/flow/orfs finish
[flow/config.mk]
export PLATFORM = sky130hd
export DESIGN_NAME = huffman_decoder
export DESIGN_NICKNAME = huffman_decoder
export VERILOG_FILES = /design/flow/design.v
export SDC_FILE = /design/flow/constraint.sdc
export NUM_CORES = 4
export LEC_CHECK = 1
export CORE_UTILIZATION = 30
[flow/constraint.sdc]
current_design huffman_decoder

set clk_period 255.7
set clk_io_pct 0.2

create_clock -name clk0 -period $clk_period [get_ports {clock}]

set non_clock_inputs [all_inputs -no_clocks]
set_input_delay [expr $clk_period * $clk_io_pct] -clock clk0 $non_clock_inputs
set_output_delay [expr $clk_period * $clk_io_pct] -clock clk0 [all_outputs]
==> flow_summary.toml <==
# flow metrics
[detailed_routing]
wire_per_inst_um = 28.9
totalWireLength_um = 982000
remaining_routing_drc_violations = 0
vias_per_cell = 4.99
drt_pre_antenna_iters = 5
drtAntennaViolNets = 0
drt_iter0_drc = 11941
vias = 169877

[global_route]
grt.total_usage_pct = 20.1
grt_pass1_vias = 177497
largest_net_degree_at_the_start_of_global_routing = 119
gr-total-overflow = 0
grt_antenna_before_repair = 44
grt_pass1_wl_um = 1370000

[floorplanning]
die_height_um = 1010
initial_utilization_pct = 30.1
fp.dieArea_um2 = 1030000
fp-row-count = 371
io_pins = 62
chipWidth_um = 1010
core_region_area_um2 = 1020000

[setup_path]
critPathMostFrequentCell = "sky130_fd_sc_hd__buf_4"
critical_path_end_type = "output port"
crit_path_start_kind = "input pin"
timing.setup.critical_path_class = "input pin to output port"
crit_family = "buffers and inverters"
cp_data_required_time_ns = 204.56
cp.arrival_ns = 60.32
critical_path_buffers_and_inverters = 10
cpMaxStageDelayCell = "sky130_fd_sc_hd__a311oi_1"
timing.critical_path.cells = "buf_8, buf_4, buf_4, buf_4, buf_4, buf_4, xnor2_1, nand4_1, nor4_1, nand4_1, nand2_1, o221ai_1, a21oi_1, nand3_1, a311oi_1, buf_4, a211oi_1, buf_4, o31ai_1, buf_4, a31oi_1, o21ai_1, clkdlybuf4s50_1"
cp_max_fo = 21
timing.critical_path.slowest_cell_delay_ns = 0.99

[clock_tree]
h-tree-depth = 6
ctsHoldBuffers = 0
insertion_delay_ns = 1.16
path_clk_slew_ns = 0.07
cts_root_buf = "sky130_fd_sc_hd__clkbuf_16"
post_cts_resize_count = 0
cts_made_buffers = 754
tritoncts = "done"
cts.path.max_buffers = 4
post_cts_buffers = 0
cts_sinks = 7426

[power]
power.net_switching_mw = 0.570
switching_share_pct = 22.5
p_clk_share_pct = 42.0
power.static_leakage_nw = 110
power.density_cell_area_nw_per_um2 = 7.20
pint_mw = 1.96
combPwrFrac_pct = 5.0
p_seq_share_pct = 52.9
max-vdd-ir-drop_mv = 0.00893

[timing]
max_slew_margin_pct = 20.0
layout_min_cycle_time_ns = 111.46
timing.final.max_slew_violations = 0
tightestPinTransition_ns = 1.19
hold_ws_ns = 0.465
rsz0062_at_grt = "no"
min_period_over_period_pct = 43.6
setup_viol_count_final = 0
fin_skew_ns = 0.0860
timing.final.hold_violations = 0
maxClockFrequency_mhz = 8.97
setup-tns-final_ns = 0

[synthesis]
gate_count_post_synth = 18763
yosys_warnings = 4
yosysMostFrequentCell = "sky130_fd_sc_hd__edfxtp_1"
top_cells_by_area = "sky130_fd_sc_hd__edfxtp_1, sky130_fd_sc_hd__xnor2_1, sky130_fd_sc_hd__xor2_1, sky130_fd_sc_hd__nand4_1, sky130_fd_sc_hd__nor4_1"
enable_flop_cells = 7424
synthDominantAreaCellType = "sky130_fd_sc_hd__edfxtp_1"
post_synth.cell_area_avg_um2 = 16.4
yosys_register_bits = 7426
synth_seq_share_pct = 72.6
yosys-top-cells-count = "sky130_fd_sc_hd__edfxtp_1, sky130_fd_sc_hd__xnor2_1, sky130_fd_sc_hd__xor2_1"
synth-area-yosys_um2 = 307000
yosysUniqueCellTypes = 91
synth-cells-yosys = 18763
ys_dominant_reg_cell = "sky130_fd_sc_hd__edfxtp_1"
synthArstFlopShare_pct = 0.0135
synth_top_area_share_pct = 72.5
synthesis.area_um2 = 307000

[final_layout]
drive_gt1_share_pct = 12.4
layout.filler_cells = 94556
syn2layout_area_growth_pct = 14.5

[outcome]
outcome = "complete, no violations"

[job]
cap_viol_max_count = 0
openroad.warnings = 34

[placed_design]
hpwl_after_detailed_placement_um = 587000
gp_congestion = 0.935
place.port_buffers = 61

[worst_hold_path]
worstHoldPathType = "flop to flop"
area by class of cell:
| type | count | area, um2 | share of cell area [%] |
|---|---|---|---|
| flip-flops and latches | 7426 | 223000 | 63.4 |
| multi-input cells | 10350 | 78700 | 22.4 |
| clock buffers | 935 | 19700 | 5.58 |
| well taps | 13614 | 17000 | 4.84 |
| repair buffers | 1102 | 9000 | 2.56 |
| clock inverters | 433 | 3900 | 1.11 |
| inverters | 164 | 616 | 0.175 |
| diodes | 20 | 50.0 | 0.0142 |
layout by cell type, fill, tap and decap left out, drive strengths merged, types with 170 or more instances in the layout:
cell type  Yosys  layout
nand3        320     320
clkbuf       163     935
nor2         623     623
nand4        796     796
edfxtp      7424    7424
xnor2       2704    2704
nor4         775     775
xor2        2672    2672
inv          164     196
o21ai        170     170
nor3         283     283
clkinv         0     345
nand2        371     371
buf          660    1091
kinds of logic after synthesis:
kind of cell           count (synthesis)  share of synthesized area, %
flip-flops                          7426                          72.6
AND-OR/OR-AND                       1433                          3.60
buffers and inverters                987                          2.17
multiplexers                          27                        0.0888
XOR/XNOR                            5376                          15.3
AND/OR/NAND/NOR                     3514                          6.27
layer usage:
| metal | vias to the layer above | global-route usage [%] | part of all wire, % |
|---|---|---|---|
| li1 | 72972 | - | - |
| met1 | 84061 | 22.6 | 33 |
| met2 | 11004 | 29.2 | 44 |
| met3 | 1781 | 16.1 | 18 |
| met4 | 59 | 6.05 | 3.9 |
| met5 | - | 1.06 | 0.17 |
power by group through the flow:
stage | logic [mW] | clock network, mW | registers, mW
4_1_cts | 0.128 | 1.08 | 1.34
5_1_grt | 0.135 | 1.12 | 1.34
6_report | 0.128 | 1.06 | 1.34
state kept, by name (all words and copies together) (netlist names):
register and cells:
codeword_table 4096, symbol_table 2048, codelength_table 1280, load_valid_d 1, load_valid_out 1
worst paths after layout:
check	to	slack, ns	cells after the start	startpoint
setup / recovery	symbol_out[6]	144.24	23	code_word_in[11]
hold / removal	load_valid_out$_DFFE_PP0P_	0.47	1	load_valid_d$_DFF_P_
setup reg to reg	codelength_table[57][1]$_DFFE_PP_	252.00	6	load_valid_d$_DFF_P_
hold reg to reg	load_valid_out$_DFFE_PP0P_	0.47	1	load_valid_d$_DFF_P_
max in group asynchronous	load_valid_out$_DFFE_PP0P_	205.46	2	reset
min in group asynchronous	load_valid_out$_DFFE_PP0P_	50.15	2	reset
stage by stage:
| stage | instance area [um2] | power, mW | std cells | utilization, % | setup slack (ns) |
|---|---|---|---|---|---|
| 6_report | 352000 | 2.53 | 34044 | 34.5 | 144.24 |
| 5_1_grt | 352000 | 2.60 | 34025 | 34.5 | 143.80 |
| 4_1_cts | 352000 | 2.55 | 34024 | 34.5 | 144.26 |
| 3_5_place_dp | 328000 | 1.49 | 32656 | 32.2 | 144.25 |
| 3_3_place_gp | 328000 | 1.49 | 32656 | 32.2 | 144.03 |
| 2_1_floorplan | 307000 | 1.42 | 18763 | - | 150.07 |
worst reg2reg max path, delay by kind of cell (launching register included):
family / cells / cell delay (ns)
simple gates: 3 / 1.62
buf+inv: 3 / 1.40
flops: 1 / 0.32
Power figures rest on the tool's default switching activity, not on a simulated workload.
